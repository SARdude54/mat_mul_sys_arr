$ cat flow/design.v
`timescale 1ps/1ps
module delay (
	input CLK,
	input [7:0] a_in,
	output logic [7:0] a_out
	);
	always @(posedge CLK)
		a_out <= a_in;
endmodule
module feed #(parameter M=3) (
	input CLK,
	input logic [(8*M-1):0] a_in,
	output logic [(8*M-1):0] a_out
	);
	logic [(8*M-1):0] int_in;
	logic [7:0] in_arr[0:(M-1)];
	logic [7:0] out_arr[0:(M-1)];
	logic [(8*M-1):0] int_out;
	always_comb
	begin
		int_in = a_in;
		int_out = 0;
		for (int i = 0; i < M; i++)
		begin
			in_arr[M - i - 1] = int_in[7:0];
			int_in = int_in >> 8;
			int_out[7:0] = out_arr[i];
			if (i < (M-1))
				int_out = int_out << 8;
		end
		a_out = int_out;
	end
	genvar i, j;
	generate
		for (i = 0; i < M; i++)
		begin
			logic [7:0] conn[0:i];
			assign conn[0] = in_arr[i];
			assign out_arr[i] = conn[i];
			for (j = 0; j < i; j++)
			begin
				delay d(
					.CLK(CLK),
					.a_in(conn[j]),
					.a_out(conn[j + 1])
					);		
			end
		end
	endgenerate
endmodule
`timescale 1ps/1ps
module main #(parameter M=3) (
	input CLK,
	input rst,
	input vld_in,
	input rdy_out,
	input [7:0] a,
	input [7:0] b,
	output logic [15:0] c,
	output logic rdy_in,
	output logic vld_out
	);
	logic [(8*M-1):0] a_sys;
	logic [(8*M-1):0] b_sys;
	logic [(16*M*M-1):0] sys_out;
	logic [(16*M*M-1):0] sys_out_int;
	logic [15:0] sys_out_arr[0:(M-1)][0:(M-1)];
	logic [(8*M-1):0] a_par;
	logic [(8*M-1):0] b_par;
	logic [7:0] a_in;
	logic [7:0] b_in;
	logic [7:0] sys_ser;
	logic sys_done;
	logic out_done;
	logic out_en;
	logic [$clog2(M)-1:0] row_count;
	logic [$clog2(M)-1:0] col_count;
	always_comb
	begin
		sys_out_int = sys_out;
		for (int i = M - 1; i >= 0; i--)
		begin
			for (int j = M - 1; j >= 0; j--)
			begin
				sys_out_arr[i][j] = sys_out_int[15:0];
				sys_out_int = sys_out_int >> 16;
			end
		end
	end
	always @(posedge CLK)
	begin
		if (sys_done)
			out_en <= 1;
		else
			out_en <= out_en;
		if (out_en)
		begin
			vld_out <= 1;
			c <= sys_out_arr[row_count][col_count];
			if (col_count == M-1)
			begin
				row_count <= row_count + 1;
				col_count <= 0;
			end
			else
			begin
				row_count <= row_count;
				col_count <= col_count + 1;
			end
			if ((row_count == M-1) && (col_count == M-1))
				out_en <= 0;
			else
				out_en <= out_en;
		end
		else
		begin
			vld_out <= 0;
			row_count <= 0;
			col_count <= 0;
			out_done <= 0;
			c <= 0;
		end
	end
	sp_buf #(.DEPTH(16), .WIDTH(8), .IN(1), .OUT(M)) a_buf (
		.a_in(a),
		.clk(CLK),
		.en_in(~vld_in),
		.en_out(vld_in),
		.a_out(a_par)
		);
	sp_buf #(.DEPTH(16), .WIDTH(8), .IN(1), .OUT(M)) b_buf (
		.a_in(b),
		.clk(CLK),
		.en_in(~vld_in),
		.en_out(vld_in),
		.a_out(b_par)
		);
	feed #(.M(M)) a_feed(
		.CLK(CLK),
		.a_in(a_par),
		.a_out(a_sys)
		);
	feed #(.M(M)) b_feed(
		.CLK(CLK),
		.a_in(b_par),
		.a_out(b_sys)
		);
	sys_arr #(.M(M)) sys(
		.CLK(CLK),
		.rst(rst),
		.vld_in(vld_in),
		.rdy_out(rdy_out),
		.a(a_sys),
		.b(b_sys),
		.c(sys_out),
		.rdy_in(rdy_in),
		.vld_out(sys_done)
		);	
endmodule
`timescale 1ps/1ps
module mat_acc(
    input  logic        CLK,
    input  logic        rst,
    input  logic        en,          
    input  logic        valid_in,    
    output logic        valid_out,   
    input  logic [7:0]  a,
    input  logic [7:0]  b,
    output logic [15:0] c,
    output logic [7:0]  a_out,
    output logic [7:0]  b_out
);
    logic [15:0] product;
    logic [15:0] cij;
    always_ff @(posedge CLK or posedge rst) begin
        if (rst) begin
            cij <= 0;
        end else if (en) begin
            cij <= cij + a * b;
        end
    end
    always_ff @(posedge CLK or posedge rst) begin
        if (rst) begin
            a_out <= 0;
            b_out <= 0;
        end else if (en) begin
            a_out <= a;
            b_out <= b;
        end
    end
    assign c = cij;
endmodule
`timescale 1ps/1ps
module sp_buf #(parameter DEPTH=2, parameter WIDTH=2, parameter IN=2, parameter OUT=2) (
    input [(WIDTH-1):0] a_in,
    input clk,
    input en_in,
    input en_out,
    output logic [(WIDTH*OUT-1):0] a_out
    );
    logic [(WIDTH-1):0] buffer[0:(DEPTH-1)];
    logic [$clog2(DEPTH):0] w_ptr;
    logic [$clog2(DEPTH):0] r_ptr;
    logic full;
    assign full = (w_ptr[$clog2(DEPTH)] != r_ptr[$clog2(DEPTH)]) && (w_ptr[$clog2(DEPTH)-1:0] == r_ptr[$clog2(DEPTH)-1:0]);
    logic empty;
    assign empty = w_ptr <= r_ptr;
    initial
    begin
        w_ptr = 0;
        r_ptr = 0;
    end
    always @(posedge clk)
    begin
        if (en_in && !full)
        begin
            buffer[w_ptr[$clog2(DEPTH)-1:0]] <= a_in;
            w_ptr <= (w_ptr + 1) % DEPTH;
        end
        else
        begin
            buffer[w_ptr[$clog2(DEPTH)-1:0]] <= buffer[w_ptr[$clog2(DEPTH)-1:0]];
            w_ptr <= w_ptr;
        end
        if (en_out && !empty)
        begin
            byte i;
            logic [(WIDTH*OUT-1):0] int_out;
            for (i = 0; i < OUT; i++)
            begin
                int_out[(WIDTH-1):0] = buffer[(r_ptr[$clog2(DEPTH)-1:0] + i[$clog2(DEPTH)-1:0]) % DEPTH];
                if (i < (OUT - 1))
                    int_out = int_out << WIDTH;
            end
            a_out <= int_out;
            if ((r_ptr + OUT) % DEPTH > w_ptr)
                r_ptr <= w_ptr;
            else
                r_ptr <= (r_ptr + OUT) % DEPTH;
        end
        else
        begin
            a_out <= 0;
            r_ptr <= r_ptr;
        end
    end
endmodule
`timescale 1ps/1ps
module sys_arr #(
    parameter M = 3  
)(
    input logic CLK,
    input logic rst,
    input logic vld_in,
    input logic rdy_out,
    input logic [(8*M-1):0] a,
    input logic [(8*M-1):0] b,
    output logic [(16*M*M-1):0] c,
    output vld_out,
    output rdy_in
);
logic [(8*M-1):0] int_a;
logic [(8*M-1):0] int_b;
logic [7:0] in_a_arr[0:(M-1)];
logic [7:0] in_b_arr[0:(M-1)];
logic [15:0] out_arr[0:(M-1)][0:(M-1)];
logic [(16*M*M-1):0] int_c;
always_comb
begin
    int_a = a;
    int_b = b;
    int_c = 0;
    for (int i = 0; i < M; i++)
    begin
        in_a_arr[M - i - 1] = int_a[7:0];
        int_a = int_a >> 8;
        in_b_arr[M - i - 1] = int_b[7:0];
        int_b = int_b >> 8;
        for (int j = 0; j < M; j++)
        begin
            int_c[15:0] = out_arr[i][j];
            if (i*M+j < M*M-1)
                int_c = int_c << 16;
        end
    end
    c = int_c;
end
logic [7:0] a_wire [0:M-1][0:M-1];
logic [7:0] b_wire [0:M-1][0:M-1];
logic en;
assign en = vld_in && rdy_out;
localparam int COUNT_WIDTH = $clog2(2*M);
logic [COUNT_WIDTH:0] cycle_count;  
logic vld_out_reg;
always_ff @(posedge CLK) begin
    if (rst) begin
        cycle_count <= 0;
        vld_out_reg <= 0;
    end else if (en) begin
        cycle_count <= cycle_count + 1;
        vld_out_reg <= (cycle_count == 2*M + 1);  
    end else begin
        vld_out_reg <= 0;
    end
end
assign vld_out = vld_out_reg;
assign rdy_in = (cycle_count < 2*M + 1);
logic valid_in_wire[0:M-1][0:M-1];
logic valid_out_wire[0:M-1][0:M-1];
genvar i, j;
generate
    for (i = 0; i < M; i = i + 1 ) begin
        for (j = 0; j < M ; j = j + 1 ) begin
            logic local_valid;
            if (i == 0 && j == 0) begin
                assign local_valid = vld_in;
                mat_acc mat_acc(
                    .CLK(CLK),
                    .rst(rst),
                    .en(en),
                    .valid_in(local_valid),
                    .valid_out(valid_out_wire[i][j]),
                    .a(in_a_arr[0]),
                    .b(in_b_arr[0]),
                    .c(out_arr[0][0]),
                    .a_out(a_wire[0][0]),
                    .b_out(b_wire[0][0])
                );
            end
            else if (i == 0 && j > 0 && j < M) begin
                assign local_valid = valid_out_wire[i][j-1];  
                mat_acc mat_acc(
                    .CLK(CLK),
                    .rst(rst),
                    .en(en),
                    .valid_in(local_valid),
                    .valid_out(valid_out_wire[i][j]),
                    .a(a_wire[0][j-1]),
                    .b(in_b_arr[j]),
                    .c(out_arr[0][j]),
                    .a_out(a_wire[0][j]),
                    .b_out(b_wire[0][j])
                );
            end
            else if (j == 0 && i > 0 && i < M) begin
                assign local_valid = valid_out_wire[i-1][j];  
                mat_acc mat_acc(
                    .CLK(CLK),
                    .rst(rst),
                    .en(en),
                    .valid_in(local_valid),
                    .valid_out(valid_out_wire[i][j]),
                    .a(in_a_arr[i]),
                    .b(b_wire[i-1][0]),
                    .c(out_arr[i][0]),
                    .a_out(a_wire[i][0]),
                    .b_out(b_wire[i][0])
                );
            end
            else begin
                assign local_valid = valid_out_wire[i-1][j-1];  
                mat_acc mat_acc(
                    .CLK(CLK),
                    .rst(rst),
                    .en(en),
                    .valid_in(local_valid),
                    .valid_out(valid_out_wire[i][j]),
                    .a(a_wire[i][j-1]),
                    .b(b_wire[i-1][j]),
                    .c(out_arr[i][j]),
                    .a_out(a_wire[i][j]),
                    .b_out(b_wire[i][j])
                );
            end
        end
    end
endgenerate
endmodule
$ cat flow/run.sh
#!/bin/bash
# OpenROAD 26Q1-2900-gdf79404cd8, Yosys 0.63+post, stock flow scripts
make -C /OpenROAD-flow-scripts/flow DESIGN_CONFIG=/design/flow/config.mk WORK_HOME=/design/flow/orfs finish
$ cat flow/config.mk
export PLATFORM = sky130hd
export DESIGN_NAME = main
export DESIGN_NICKNAME = main
export VERILOG_FILES = /design/flow/design.v
export SDC_FILE = /design/flow/constraint.sdc
export NUM_CORES = 4
export LEC_CHECK = 1
export CORE_UTILIZATION = 50
$ cat flow/constraint.sdc
current_design main

set clk_period 7.7
set clk_io_pct 0.2

create_clock -name clk0 -period $clk_period [get_ports {CLK}]

set non_clock_inputs [all_inputs -no_clocks]
set_input_delay [expr $clk_period * $clk_io_pct] -clock clk0 $non_clock_inputs
set_output_delay [expr $clk_period * $clk_io_pct] -clock clk0 [all_outputs]
==> flow_metrics.tcl <==
# metrics dict for downstream scripts
set metrics [dict create \
    drv_slew 0 \
    grt_remaining_overflow 0 \
    required_ns 8.25 \
    dieArea_sq_mm 0.102 \
    avgSynthCellArea_sq_um 10.4 \
    placedCellCount 6028 \
    drive_above_1_share_pct 8.72 \
    grt_pass1_vias 34900 \
    place_area_sq_mm 0.0520 \
    wl_per_cell_microns 19.2 \
    hold_viol_final 0 \
    fmax_mhz 212 \
    via_per_inst 5.38 \
    netlist.area_leader.share_pct 18.0 \
    r2r_setup_slack_ns 2.98 \
    ys_types 65 \
    p_leak_nw 25.4 \
    grt_pass1_wl_microns 196000 \
    cts_hold_buf 0 \
    cap_viol_max_count 0 \
    fin_skew_ns 0.0362 \
    area_leaders "fa_1 18%, edfxtp_1 16%, dfrtp_1 12%, mux4_2 8.8%, ha_1 8.7%" \
    finalSetupTns_ns 0 \
    place_hpwl_microns 87900 \
    portBuffers 37 \
    peakVddDrop_mv 0.290 \
    p_per_area_mw_per_mm2 300 \
    rsz0062_at_grt "no" \
    worst_path_max_delay_cell "dfxtp_1" \
    ff_type "edfxtp_1" \
    period_needed_ns 4.72 \
    warning_count 45 \
    lay_top_cells "884 x inv_1, 784 x nand2_1, 452 x fa_1" \
    worstHoldStart "b_buf.a_out[6]" \
    yosysWarnings 25 \
    criticalPathCategory "reg2reg" \
    ant_nets 0 \
    crit_path_start_kind "flip-flop" \
    r2r_start "b_feed.genblk1[2].genblk1[1].d.a_out[0]" \
    cts.clk_slew.worst_paths_ns 0.06 \
    firstDrtPassIters 21 \
    core_area_sq_mm 0.100 \
    drc 0 \
    synth_seq_share_pct 33.0 \
    clock-root-buffer "clkbuf_16" \
    synthesis.area_sq_mm 0.0504 \
    drtIter0Drc 1681 \
    crit_chain "nand2_1, fa_1, inv_1, fa_1, fa_1, inv_1, fa_1, inv_1, ha_1, o21ai_0, a21oi_1, o221ai_1, o21ai_0, mux2i_1, xnor2_1" \
    min_path_type "reg2reg" \
    async_flop_share_pct 37.8 \
    grtUsageTotal_pct 26.8 \
    outcome "complete, no violations" \
    io_pins 38 \
    cpPeakStageDelay_ns 0.64 \
    cts.sinks 635 \
    cp_top_family "adder cells" \
    worst_pin_slew_ns 0.863 \
    finalNonFillerCells 6162 \
    ys_seq_elements 635 \
    grt_max_degree 109 \
    hold_slack_ns 0.319 \
    rr_worst_depth 15 \
    critPathMostFrequentCell "fa_1" \
    h-tree-depth 3 \
    holdPathStages 0 \
    ys_area_sq_mm 0.0504 \
    gp_congestion 0.942 \
    power_w 0.0164 \
    fp_util_pct 50.4 \
    numCtsBuffers 73 \
    crit_arrival_ns 5.27 \
    maxSlewHeadroom_pct 42.5 \
    die_x_microns 319 \
    cp_num_buf_inv 3 \
    cp_max_fo 9 \
    crit_path_end_kind "flip-flop" \
    ys_cells 4850 \
    layout_top_cell "inv_1" \
    clock_path_buffers 3 \
    cts_tree "yes" \
    diodes 0 \
    design_area_sq_mm 0.0546 \
    antenna_found_initial 2 \
    routed_wl_microns 118000 \
    area_growth_pct 8.43 \
    whs_endpoint "b_feed.genblk1[2].genblk1[0].d.a_out[6]" \
    edf_count 272 \
    die.size.y_microns 319 \
    vias 33100 \
    num_rows 116 \
    post-cts-setup-buffers 0 \
    syn-instance-count 4850 \
    clk-insertion-delay-late_ns 0.66 \
    synth_top_cell_by_area "fa_1" \
    setup_viol 0 \
    finalCritPeriodShare_pct 61.3 \
    cts_resized 0 \
]
-- Yosys cell counts (18+ instances only) --
cell type and count:
a211oi_1 62, and2_1 295, dfxtp_1 123, nand2b_1 30
nor2b_1 50, nand2_1 785, a31oi_1 20, fa_1 452
o21a_1 28, dfrtp_1 240, o21ai_0 194, xnor2_1 47
nor2_1 141, mux4_2 197, a21oi_1 83, nor3_1 18
a22o_1 18, inv_1 885, ha_1 352, a21o_1 49
edfxtp_1 272, xor2_1 56, mux2i_1 39, buf_2 32
clkbuf_1 169
-- where the power goes --
group / leakage (nW) / internal, W / switching [W] / total, W
combinational: 17.4 / 0.00339 / 0.00392 / 0.00731
sequential: 6.65 / 0.00418 / 0.00117 / 0.00535
clock: 1.29 / 0.00223 / 0.00150 / 0.00372
total: 25.4 / 0.00980 / 0.00659 / 0.0164
-- layer usage --
layer | GRT usage, % | part of all wire [%]
met5 | 0.426 | 0
met4 | 6.25 | 3.0
met3 | 9.40 | 8.6
met2 | 39.6 | 46
met1 | 41.0 | 42
-- layout make-up --
| cell class | instances | area, sq um |
|---|---|---|
| Clock inverter | 36 | 474 |
| Sequential cell | 635 | 16600 |
| Multi-Input combinational cell | 3106 | 29500 |
| Inverter | 887 | 3330 |
| Timing Repair Buffer | 102 | 908 |
| Tap cell | 1298 | 1620 |
| Clock buffer | 98 | 2150 |
| Fill cell | 8598 | 45400 |
-- through the flow --
step,util (%),worst slack [ns]
5_1_grt,54.6,2.60
2_1_floorplan,-,3.01
4_1_cts,54.6,2.97
6_report,54.6,2.98
3_3_place_gp,52.0,2.98
3_5_place_dp,52.0,2.99
-- how the worst max path moves through the flow --
stage	depth (start not counted)	end	slack [ns]	start
after CTS	15	flip-flop	2.97	b_feed.genblk1[2].genblk1[1].d.a_out[0]
after global routing	15	flip-flop	2.60	b_feed.genblk1[2].genblk1[1].d.a_out[0]
final	15	flip-flop	2.98	b_feed.genblk1[2].genblk1[1].d.a_out[0]
-- cells by family (layout without fill, tap and decap cells) --
group	count (synthesis)	after routing	share of synthesized area, %
simple gates	1388	1388	12.6
buf+inv	1109	1123	8.48
fa+ha+maj	804	804	26.7
flops	635	635	33.0
compound gates	551	551	6.94
mux	259	259	10.4
xor+xnor	104	104	1.82
No activity file was given, so power comes from the tool's default toggle rates.
