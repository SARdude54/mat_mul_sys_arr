<file path="flow/design.v">
`timescale 1ps/1ps
module pip_multiplier (
    input  logic        clk,
    input  logic        rst,
    input  logic [7:0]  a,
    input  logic [7:0]  b,
    input  logic        valid_in,     
    output logic [15:0] product,
    output logic        valid_out
);
    logic [15:0] pp[0:7];
    genvar i;
    generate
        for (i = 0; i < 8; i++) begin
            always_ff @(posedge clk or posedge rst) begin
                if (rst)
                    pp[i] <= 16'd0;
                else
                    pp[i] <= (b[i]) ? ({8'd0, a} << i) : 16'd0;
            end
        end
    endgenerate
    logic [31:0] s1_0, s1_1, s1_2, s1_3;
    always_ff @(posedge clk or posedge rst) begin
        if (rst) begin
            s1_0 <= 0; s1_1 <= 0; s1_2 <= 0; s1_3 <= 0;
        end else begin
            s1_0 <= {16'd0, pp[0]} + {16'd0, pp[1]};
            s1_1 <= {16'd0, pp[2]} + {16'd0, pp[3]};
            s1_2 <= {16'd0, pp[4]} + {16'd0, pp[5]};
            s1_3 <= {16'd0, pp[6]} + {16'd0, pp[7]};
        end
    end
    logic [31:0] s2_0, s2_1;
    always_ff @(posedge clk or posedge rst) begin
        if (rst) begin
            s2_0 <= 0; s2_1 <= 0;
        end else begin
            s2_0 <= s1_0 + s1_1;
            s2_1 <= s1_2 + s1_3;
        end
    end
    logic [31:0] sum;
    always_ff @(posedge clk or posedge rst) begin
        if (rst)
            sum <= 0;
        else
            sum <= s2_0 + s2_1;
    end
    assign product = sum[15:0];
    logic [3:0] valid_pipe;
    always_ff @(posedge clk or posedge rst) begin
        if (rst)
            valid_pipe <= 4'b0000;
        else
            valid_pipe <= {valid_pipe[2:0], valid_in};
    end
    assign valid_out = valid_pipe[3];  
endmodule
</file>
<file path="flow/run.sh">
#!/bin/bash
# OpenROAD 26Q1-2900-gdf79404cd8, Yosys 0.63+post, stock flow scripts
make -C /OpenROAD-flow-scripts/flow DESIGN_CONFIG=/design/flow/config.mk WORK_HOME=/design/flow/orfs finish
</file>
<file path="flow/config.mk">
export PLATFORM = sky130hd
export DESIGN_NAME = pip_multiplier
export DESIGN_NICKNAME = pip_multiplier
export VERILOG_FILES = /design/flow/design.v
export SDC_FILE = /design/flow/constraint.sdc
export NUM_CORES = 4
export LEC_CHECK = 1
export CORE_UTILIZATION = 40
</file>
<file path="flow/constraint.sdc">
current_design pip_multiplier

set clk_period 6.5
set clk_io_pct 0.2

create_clock -name clk0 -period $clk_period [get_ports {clk}]

set non_clock_inputs [all_inputs -no_clocks]
set_input_delay [expr $clk_period * $clk_io_pct] -clock clk0 $non_clock_inputs
set_output_delay [expr $clk_period * $clk_io_pct] -clock clk0 [all_outputs]
</file>
==> flow_summary_export.csv <==
group,metric,value,unit
worst_setup_path,path_max_fanout,85,
worst_setup_path,path_class,"input pin to asynchronous set/reset pin",
hold_path,worst_hold_path_type,"flip-flop to flip-flop",
place,port-buffer-count,35,
clock_tree,insertion_delay,410,ps
logic_synthesis,yosysTopAreaCell,"dfrtp_1",
sta,fmax,382,MHz
logic_synthesis,ys_warn_count,2,
logic_synthesis,syn_area,6460,µm²
route,routed_wl,9600,µm
logic_synthesis,common_cells,"dfrtp_1, and2_1, ha_1",
sta,finalHoldViolCount,0,
sta,fin_skew,3.88,ps
route,initialDrtViolationCount,138,
power,power_density,343,nW/µm²
logic_synthesis,yosysSeqAreaShare,0.577,
final_layout,final_cell_count_no_fill,795,
global_route,grt_first_pass_wirelength,17100,µm
route,viasPerCell,4.59,
final_layout,area_growth,18.3,%
logic_synthesis,yosys.cell_count.top_type,"dfrtp_1",
route,vias,3649,
clock_tree,post_cts_buffers,0,
sta,final-setup-viol-count,0,
sta,worst_slew_pin_slew,737,ps
final_layout,fillers,1347,
final_layout,fin_util,0.483,
die,fp.dieH,129,µm
worst_setup_path,reg2reg_depth,7,
global_route,grt_max_degree,86,
worst_setup_path,cp.required,6960,ps
logic_synthesis,top_area_frac,0.577,
logic_synthesis,async_flop_share,1.00,
clock_tree,numCtsBuffers,17,
worst_setup_path,worstSetupStartpointType,"input pin",
place,routabilityCongestion,0.814,
worst_setup_path,reg2reg_slack,4410,ps
clock_tree,cts_hold_buf,0,
logic_synthesis,synthCells,516,
clock_tree,cts_buffer_depth,2,
worst_setup_path,r2r-end,"sum[14]$_DFF_PP0_",
die,core.rowCount,46,
global_route,grt_overflow_total,0,
hold_path,min_from,"s2_0[2]$_DFF_PP0_",
outcome,status,"completed",
global_route,antenna_found_initial,0,
flow_run,warnings,25,
route,avgRoutedWirePerCell,12.1,µm
logic_synthesis,ys_types,43,
route,diodes,0,
die,core_area,15800,µm²
sta,min_period,2620,ps
worst_setup_path,r2r-start,"s2_0[4]$_DFF_PP0_",
logic_synthesis,flop_cell,"dfrtp_1",
final_layout,drive_gt1_frac,0.0656,
clock_tree,tritoncts,"yes",
clock_tree,htree_levels,4,
route,drc_errors,0,
hold_path,min_path_cells,0,
power,p_leak,3.59,nW
logic_synthesis,yosys-stat-area,6460,µm²
die,ios,36,
global_route,grt_usage,0.137,
clock_tree,clk_pin_slew_worst_paths,50,ps
power,ir_worst_vdd,0.000192,V
hold_path,worstHoldEndpoint,"sum[2]$_DFF_PP0_",
clock_tree,clkSinkCount,149,
logic_synthesis,top_cells_by_area,"dfrtp_1, ha_1, and2_1",
clock_tree,cts_resized,0,
die,die_w,129,µm
logic_synthesis,edf_count,0,
logic_synthesis,ys_cells,516,
sta,hold_slack,345,ps
worst_setup_path,cp-end-kind,"asynchronous set/reset pin",
sta,fin_tns_setup,0,ps
place,post-dp-hpwl,6890,µm
logic_synthesis,syn_area_per_cell,12.5,µm²
route,first_pass_iters,4,
route,final_antenna_net_count,0,
sta,maxSlewHeadroom,0.509,
global_route,grt_pass1_vias,3676,
place,place_inst,766,
clock_tree,cts-root-buf,"clkbuf_16",
sta,slew_violations,0,
sta,rsz0062_at_grt,"no",
flow_run,drv_cap,0,
logic_synthesis,synth_flops,149,
die,dieArea,16700,µm²
sta,period_used_share,0.402,
die,fp_util,0.408,
worst_setup_path,arrival,3070,ps
per-layer routing:
metal / vias up / share of wire / global-route usage
met5: - / 0 / 0
met3: 14 / 0.054 / 0.0391
li1: 1868 / - / -
met1: 1684 / 0.48 / 0.209
met2: 83 / 0.44 / 0.207
met4: 0 / 0.022 / 0.0249
power by group:
part	internal [mW]	total (mW)	switching, mW
registers	1.07	1.12	0.0501
logic	0.304	0.587	0.283
clock network	0.586	0.914	0.328
state kept, by name (all words and copies together), names as in the netlist:
signal,cells
s2_1,12
s2_0,13
s1_1,10
s1_0,10
sum,16
valid_pipe,4
s1_3,10
pp,64
s1_2,10
logic make-up (layout without fill, tap and decap cells):
family                     count (synthesis)  count (layout)  share of synthesized area
AOI/OAI and AO/OA                        101             101                      0.109
xor gates and xnor gates                  42              42                     0.0570
adders and majority gates                 60              60                      0.124
buffers and inverters                     27              90                     0.0159
DFF                                      149             149                      0.577
muxes                                      1               1                    0.00155
and+or+nand+nor                          136             136                      0.114
layout by cell type, fill, tap and decap left out, types with 8 or more instances in the layout:
cell type        instances
o21a_1                   8
xnor2_1                 33
clkbuf_16               17
xor2_1                   9
inv_1                   24
a21o_1                  11
o21bai_1                 9
nor4_1                   8
ha_1                    53
nor2_1                  30
a21oi_1                 33
o21ai_0                 16
and2_1                  65
clkdlybuf4s50_1         35
dfrtp_1                149
nand2_1                 16
stage by stage:
| stage | setup WS, ps | power [mW] | area, µm² |
|---|---|---|---|
| 2_1_floorplan | 1190 | 1.55 | 6460 |
| 3_3_place_gp | 3350 | 1.72 | 7080 |
| 3_5_place_dp | 3330 | 1.73 | 7080 |
| 4_1_cts | 3770 | 2.65 | 7640 |
| 5_1_grt | 3550 | 2.79 | 7640 |
| 6_report | 3880 | 2.62 | 7640 |
critical path, stage by stage:
cell	delay, ps
clkdlybuf4s50_1	470
inv_6	540
buf_4	730
worst max-delay path by stage:
stage,start,endpoint,slack (ps),cells past startpoint
5_1_grt,rst,s1_2[5]$_DFF_PP0_,3550,3
6_report,rst,s1_1[10]$_DFF_PP0_,3880,3
4_1_cts,rst,s1_1[7]$_DFF_PP0_,3770,3
area by class of cell:
class	count	area [µm²]	area share
Clock buffer	24	482	0.0631
Clock inverter	5	75.1	0.00983
Inverter	25	98.8	0.0129
Multi-Input combinational cell	340	2630	0.344
Sequential cell	149	3730	0.488
Tap cell	216	270	0.0354
Timing Repair Buffer	36	358	0.0468
Power is estimated from default activity; no workload was simulated.
